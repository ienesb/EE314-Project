## design/flow/config.mk

```make
export PLATFORM = sky130hd
export DESIGN_NAME = mod6
export DESIGN_NICKNAME = mod6
export VERILOG_FILES = /design/flow/design.v
export SDC_FILE = /design/flow/constraint.sdc
export NUM_CORES = 4
export LEC_CHECK = 1
export CORE_UTILIZATION = 50
```

## design/flow/constraint.sdc

```tcl
current_design mod6

set clk_period 13.7
set clk_io_pct 0.2

create_clock -name clk0 -period $clk_period [get_ports {clk}]

set non_clock_inputs [all_inputs -no_clocks]
set_input_delay [expr $clk_period * $clk_io_pct] -clock clk0 $non_clock_inputs
set_output_delay [expr $clk_period * $clk_io_pct] -clock clk0 [all_outputs]
```

## design/flow/design.v

```verilog
module mod6(
				input clk,
				input [1:0] prevTurn,
				output reg [1:0] reallyErased,
				output reg [3:0] randomDebug,
				output wire [3:0] rndDebug2
				);
integer mov_counter;
integer array_counter;
integer flag;
reg [1:0] bookKeeper [24:0];
integer i;
initial 
begin 
	mov_counter = 0;
	array_counter = 0;
	flag = 0;
	for (i = 0; i <= 24; i = i + 1)
	begin
		bookKeeper[i] = 2'b00;
	end
end
always @(posedge clk) begin
	mov_counter <= mov_counter + 1;
	if(mov_counter == 25) begin
		mov_counter <= 0;
		randomDebug <= 0;
	end
	if (mov_counter % 6 == 0) begin
		bookKeeper[array_counter] <= 2'b11;
		flag <= 1;
		randomDebug <= 1;
	end else if (flag == 1) begin
		reallyErased <= array_counter;
		flag <= 0;
		randomDebug <= 2;
		array_counter <= array_counter + 1;
	end
end 
assign rndDebug2 = mov_counter;
endmodule
```

## design/flow/run.sh

```bash
#!/bin/bash
# OpenROAD 26Q1-2900-gdf79404cd8, Yosys 0.63+post, stock flow scripts
make -C /OpenROAD-flow-scripts/flow DESIGN_CONFIG=/design/flow/config.mk WORK_HOME=/design/flow/orfs finish
```

==> results.toml <==
# synthesis and place-and-route metrics
[final_layout]
final_layout_size_suffix_gt1_share_pct = 8.23
fill_cells = 982
lay_top_cells = "nand2_1 (68), nor2_1 (65), xnor2_1 (62), nand3_1 (35), dfxtp_1 (35)"
utilization_pct = 53.3
design_area_um2 = 5210
final_common_cell = "nand2_1"
syn_to_final_growth_pct = 3.19

[synth]
async_reset_ff_share_pct = 0
yosysCellCount = 678
largest_area_cell = "dfxtp_1"
synth-main-ff-cell = "dfxtp_1"
mux_share_pct = 1.61
synth.distinct_cells = 90
yosys.area_share.xor_xnor_pct = 16.5
avgSynthCellArea_um2 = 7.45
adder_share_pct = 1.73
topCellsByArea = "dfxtp_1 (14%), xnor2_1 (11%), nand2_1 (5.1%)"
top_cell_area_share_pct = 13.9
synth_area_um2 = 5050
ys_warn_count = 1
edf_count = 4
ys_area_um2 = 5050
ys_ff = 39
synthCells = 678
logic_family = "simple AND/OR/NAND/NOR gates"
simple_gate_share_pct = 29.9
ys_seq_share_pct = 16.2
synthAoiAreaFrac_pct = 28.8

[clock_network]
cts_setup_buffers = 0
htree_num_levels = 2
cts.sinks = 39
cts_tree = "built"
post_cts_resized = 0
root_buffer = "clkbuf_8"
clk_pin_slew_worst_paths_ns = 0.07
cts_made_buffers = 5
clock.latency.late_pin_ns = 0.28
cts_hold_buf = 0
cts_buffer_depth = 2

[status]
status = "complete, no violations"

[placement]
gp_congestion = 0.901
hpwl_um = 8920
dpl-instance-area_um2 = 5130
io_buffers = 8

[worst_setup_path]
cp-endpoint = "array_counter[0]$_DFFE_PP_"
worstPathArrival_ns = 11.09
reg2regPathDepth = 35
slowest_stage = "a211oi_2"
r2r-end = "array_counter[0]$_DFFE_PP_"
critPathMaxFanout = 15
crit_start = "mov_counter[11]$_SDFF_PP0_"
rrSetupSlack_ns = 2.59
crit_type = "flip-flop to flip-flop"
worst_setup_path_start_kind = "flip-flop"
required_ns = 13.68
slowest_delay_ns = 0.66
r2r-start = "mov_counter[11]$_SDFF_PP0_"
worstSetupEndpointType = "flip-flop"

[timing]
period_used_pct = 81.1
skew_ns = 0.00692
fin_setup_tns_ns = 0
setup_viol = 0
slew_headroom_pct = 46.1
fin_hold_ws_ns = 0.487
clock.fmax_mhz = 90.0
timing.final.crit_period_ns = 11.11
hold_viol = 0
slew_violations = 0
rsz0062_at_grt = "false"
worst_slew_pin_slew_ns = 0.802

[power]
ir_drop_mv = 0.0543
power_leakage_uw = 0.00165
total_power_uw = 189
p_per_area_nw_per_um2 = 36.2

[floorplanning]
core_um2 = 9770
die_y_um = 103
rows = 36
die_area_um2 = 10500
die_width_um = 103
ios = 13
floorplan.core_util_pct = 51.7

[global_routing]
grt_antenna_before_repair = 0
overflow = 0
grt_max_degree = 40
grt_pass1_vias = 4087
grt_pass1_wl_um = 19200
grt_usage_pct = 22.9

[flow_run]
cap_violations = 0
warnings = 32

[min_path]
hp-class = "flip-flop to flip-flop"

[route]
drt_first_iter_violations = 248
vias = 4841
antenna_left = 0
avgRoutedWirePerCell_um = 14.6
antenna_cells = 0
drt_wl_total_um = 11500
dr.pass1.iters = 5
avgViaCountPerCell = 6.14
drc = 0
state kept, by name (all words and copies together) (netlist names):
register	flops
flag	1
reallyErased	2
mov_counter	32
randomDebug	2
array_counter	2
stage by stage:
stage	instances	setup WS, ns
3_3_place_gp	781	2.93
6_report	789	2.59
4_1_cts	789	2.68
5_1_grt	789	1.74
3_5_place_dp	781	2.74
2_1_floorplan	679	4.71
area by class of cell:
type / instances / area [um2] / share of cell area [%]
well taps: 133 / 166 / 3.19
flip-flops and latches: 39 / 821 / 15.7
clock buffers: 5 / 68.8 / 1.32
clock inverters: 3 / 15.0 / 0.288
inverters: 14 / 52.6 / 1.01
repair buffers: 12 / 110 / 2.11
multi-input cells: 583 / 3980 / 76.3
worst min path at each step:
stage | cells after the start | start | to
after global routing | 0 | array_counter[1]$_DFFE_PP_ | reallyErased[1]$_DFFE_PP_
final | 0 | array_counter[1]$_DFFE_PP_ | reallyErased[1]$_DFFE_PP_
after CTS | 0 | array_counter[1]$_DFFE_PP_ | reallyErased[1]$_DFFE_PP_
synthesized netlist by cell type (all sizes together), types with 13 or more instances:
master	count
dfxtp	35
nand4	13
nor3	37
a211oi	15
buf	20
xor2	30
a21oi	24
xnor2	62
clkbuf	23
o21ai	28
nand3	35
nand2	68
nor2	65
inv	14
worst max-delay path: cells and delay by family (launching register included):
kind | cells | cell delay [ns]
mux | 1 | 0.14
buf+inv | 1 | 0.05
fa+ha+maj | 1 | 0.23
flops | 1 | 0.39
compound gates | 18 | 5.93
xor+xnor | 1 | 0.23
simple gates | 13 | 3.76
cells by family (layout without fill, tap and decap cells):
family                   count (synthesis)  after routing
AND-OR/OR-AND                          180            180
XOR/XNOR                                92             92
adder cells (fa/ha/maj)                  7              7
buffers and inverters                   57             34
flip-flops                              39             39
multiplexers                             8              8
other                                    1              2
AND/OR/NAND/NOR                        294            294
power by group:
part	internal [uW]	switching, uW	leakage (uW)
registers	115	0	0.000328
clock network	34.8	38.9	0.0000477
logic	0	0.00999	0.00128
metal layers:
| layer | part of all wire (%) | vias to the layer above | GRT usage [%] |
|---|---|---|---|
| met5 | 0 | - | 0 |
| met4 | 0.37 | 0 | 2.31 |
| met3 | 3.2 | 4 | 1.52 |
| met2 | 45 | 91 | 35.3 |
| met1 | 51 | 2246 | 36.8 |
| li1 | - | 2500 | - |
Power is estimated from default activity; no workload was simulated.
