$ cat config.mk
export PLATFORM = sky130hd
export DESIGN_NAME = wincheck
export DESIGN_NICKNAME = wincheck
export VERILOG_FILES = /design/flow/design.v
export SDC_FILE = /design/flow/constraint.sdc
export NUM_CORES = 4
export LEC_CHECK = 1
export CORE_UTILIZATION = 30
$ cat run.sh
#!/bin/bash
# OpenROAD 26Q1-2900-gdf79404cd8, Yosys 0.63+post, stock flow scripts
make -C /OpenROAD-flow-scripts/flow DESIGN_CONFIG=/design/flow/config.mk WORK_HOME=/design/flow/orfs finish
$ cat design.v
module wincheck
					(input clk,
					 input [4:0] fakePosx,  
					 input [4:0] fakePosy,
					 output reg [7:0] scoreTrig,
					 output reg [7:0] scoreCirc,
					 output reg [3:0] score,  
					 output reg [7:0] debug);  
reg [1:0] board [127:0]; 
integer dxmin, dymin, dxmax, dymax, negdiagoffset_min, negdiagoffset_max, posdiagoffset_min, posdiagoffset_max;
integer dx, dy, negdiagoffset, posdiagoffset;
integer xcounter = 0;
integer ycounter = 0;
integer posdiagcounter = 0;
integer negdiagcounter = 0;
integer i, j;
reg [1:0] prevTurn = 2'b01;
integer checker_st = 0;  
initial
begin
scoreCirc = 0;
scoreTrig = 0;
for(i = 0; i <= 9; i = i + 1)
	begin
		for(j = 0; j <= 9; j = j + 1)
		begin
		board[i*10 + j] = 'b00;
		end
	end
end
always @(posedge clk)
begin
	case (checker_st)
	0: begin
		dxmin <= ( ( (fakePosx - (5'b00011)) > 5'b10000)) ? (-fakePosx) : -3; 
		dymin <= ( ( (fakePosy - (5'b00011)) > 5'b10000)) ? (-fakePosy) : -3;
		dxmax <= ( ( (fakePosx + (5'b00011)) >= 5'b01010)) ? (10 - fakePosx) : 3;
		dymax <= ( ( (fakePosy + (5'b00011)) >= 5'b01010)) ? (10 - fakePosy) : 3;
		checker_st <= 1;
		end
	1: begin
		dx <= dxmin;
		dy <= dymin;
		if ((-dxmin) >= (-dymin)) begin
			posdiagoffset_min <= dymin;
		end else if ((-dymin) > (-dxmin)) begin
			posdiagoffset_min <= dxmin;
		end
		if (dxmax <= dymax) begin
			posdiagoffset_max <= dxmax;
		end else if (dxmax > dymax) begin
			posdiagoffset_max <= dymax;
		end
		if ((-dymin) >= (dxmax)) begin
			negdiagoffset_max <= dxmax;
		end else if ((dxmax) > (-dymin)) begin
			negdiagoffset_max <= dymin;
		end
		if ((-dxmin) <= dymax) begin
			negdiagoffset_min <= dxmin;
		end else if ((-dxmin) > dymax) begin
			negdiagoffset_min <= dymax;
		end	
		checker_st <= 2;
		end  
		2: begin
			posdiagoffset <= posdiagoffset_min;
			negdiagoffset <= negdiagoffset_min;
				board[10] = 2'b01;
				board[13] = 2'b01;
				board[12] = 2'b01;
				board[11] = 2'b01;
				debug <= scoreTrig;
				score <= (fakePosy * 10) + fakePosx + dx;
			if (xcounter == 4 & prevTurn == 2'b01) begin
				scoreTrig <= scoreTrig + 1;
				checker_st <= 6;
			end else if (xcounter == 4 && prevTurn == 2'b10) begin 
				scoreCirc <= scoreCirc + 1;
				checker_st <= 6;
			end else if(dx > dxmax) begin
				xcounter <= 0;
			end else if(board[(fakePosy * 10) + fakePosx + dx] == prevTurn) begin
				dx <= dx + 1;
				xcounter <= xcounter + 1;	
			end else begin
				dx <= dx + 1;
				xcounter <= 0;
			end
			if (ycounter == 4 && prevTurn == 2'b01) begin
				scoreTrig <= scoreTrig + 1;
				checker_st <= 6;
			end else if (ycounter == 4 && prevTurn == 2'b10) begin
				scoreCirc <= scoreCirc + 1;
				checker_st <= 6;
	   	end else if(dy > dymax) begin
				ycounter <= 0;
	   	end else if(board[((fakePosy + dy) * 10)+ fakePosx] == prevTurn) begin
				dy <= dy + 1;
				ycounter <= ycounter + 1;	
			end else begin
				dy <= dy + 1;
				ycounter <= 0;
			end
			if (dy > dymax && dx > dxmax)
			begin
				checker_st <= 3;
			end
			end 
		3: begin
			end
			6: begin
				debug <= 4'b1111;
				score <= scoreTrig;
				end
		endcase
end  
endmodule
$ cat constraint.sdc
current_design wincheck

set clk_period 6.5
set clk_io_pct 0.2

create_clock -name clk0 -period $clk_period [get_ports {clk}]

set non_clock_inputs [all_inputs -no_clocks]
set_input_delay [expr $clk_period * $clk_io_pct] -clock clk0 $non_clock_inputs
set_output_delay [expr $clk_period * $clk_io_pct] -clock clk0 [all_outputs]
==> metrics.csv <==
metric;value;unit
maxSlewViolCount;0;
crit_type;in2reg;
finalInstanceArea;13400;sq um
synth-edff-count;181;
slowest_stage;clkdlybuf4s50_1;
slew_headroom;43.1;%
grt_max_degree;63;
p_leak;4.71;nW
hold_viol;0;
cts_resized;0;
hp-class;reg2reg;
status;complete, no violations;
holdBufCountCts;0;
routedWlPerCell;13.8;um
worstReg2RegEnd;ycounter[21];
io_pins;39;
tightest_slew;0.850;ns
path_max_fanout;32;
io_buffers;30;
warning_count;32;
ys.flops;181;
report.final.setup_viol;0;
synth_cells;1152;
clk_pin_slew_worst_paths;0.07;ns
synth.distinct_cells;55;
via_per_inst;4.77;
core_area;38800;sq um
fp-utilization;30.6;%
cts_tree;done;
placed_cells;1686;
rows;72;
async_flop_share;0;%
drt_iter0_markers;378;
cts-root-buf;clkbuf_16;
grt_pass1_vias;7842;
postRouteWirelength;23700;um
antenna-diode-count;0;
cts_setup_buffers;0;
rsz0062_at_grt;false;
finalHoldWorstSlack;0.519;ns
crit_end;ycounter[21];
die-area;40300;sq um
tns;0;ns
skew;0.0164;ns
post-route-min-period;5.18;ns
r2r_start;dy[0];
gp_congestion;0.850;
dr.pass1.iters;5;
clock_path_buffers;2;
combPwrFrac;46.4;%
period_used_share;79.7;%
ant_nets;0;
crit_arrival;5.36;ns
dieHeight;201;um
ys_warn_count;58;
crit_start;fakePosy[1];
power.share.sequential;37.0;%
dpl.hpwl;16200;um
syn_area;11900;sq um
swShare;41.4;%
grt_first_pass_wirelength;39600;um
ys_cells;1152;
fin_ws;1.32;ns
yosysSeqAreaShare;45.8;%
place_ws;0.840;ns
syn_avg_cell_area;10.3;sq um
start_kind;primary input;
critPathMaxStageDelay;0.79;ns
switchingPower;2.53;mW
post-route-drc-count;0;
numCtsBuffers;17;
antenna_found_initial;0;
power.total;6.12;mW
drive_above_1_share;5.42;%
r2r_slack;2.31;ns
max_freq;0.193;GHz
crit_path_cell_trace;clkdlybuf4s50_1 -> ha_1 -> a21o_1 -> a21oi_2 -> xnor2_1 -> ha_1 -> ha_1 -> inv_1 -> fa_1 -> nor3_1 -> xnor2_2 -> xnor2_2 -> mux2i_1 -> a31o_4 -> nor2_1;
htreeDepth;4;
placed_area;12800;sq um
grt_usage;12.5;%
path_common_cell;ha_1;
die_x;201;um
clockPowerShare;16.6;%
vias;8192;
crit_path_end_kind;register;
ys_chip_area;11900;sq um
clk_latency;0.44;ns
maxCapViolations;0;
intPower;3.59;mW
p_per_area;458;nW/um^2
clkSinkCount;181;
area_growth;12.7;%
gr-total-overflow;0;
fin_cells;1718;
fillCellCount;3833;
max-vdd-ir-drop;579;uV
postLayoutCoreUtil;34.4;%
reg2reg_depth;14;
worst_ep_required_time;6.67;ns
ff_type;edfxtp_1;
## layer usage
metal | wire length, um | vias to the layer above | share of wire, % | GRT usage, %
met5 | 0 | - | 0 | 0
met4 | 222 | 0 | 0.94 | 1.09
met3 | 1450 | 12 | 6.1 | 3.90
met2 | 10200 | 175 | 43 | 18.5
met1 | 11800 | 3819 | 50 | 19.3
li1 | - | 4186 | - | -
## layout make-up
cell class | instances | area (sq um) | share of cell area [%]
Multi-Input combinational cell | 892 | 6110 | 45.7
Sequential cell | 181 | 5440 | 40.6
Tap cell | 518 | 648 | 4.85
Clock buffer | 17 | 425 | 3.18
Timing Repair Buffer | 41 | 383 | 2.86
Inverter | 54 | 203 | 1.52
Clock inverter | 15 | 164 | 1.23
## cells in the mapped netlist (all sizes together) (6+ instances only)
| cell | number | share of area, % |
|---|---|---|
| clkbuf | 14 | 0.44 |
| xnor2 | 67 | 5.1 |
| buf | 18 | 1.0 |
| nand4 | 31 | 1.6 |
| a21oi | 95 | 4.0 |
| nor4 | 15 | 0.79 |
| a21o | 15 | 0.95 |
| nand3 | 53 | 2.2 |
| xor2 | 88 | 6.5 |
| nand2 | 110 | 3.5 |
| fa | 9 | 1.5 |
| nor3 | 17 | 0.72 |
| and4 | 11 | 0.81 |
| nor2 | 143 | 4.5 |
| ha | 104 | 11 |
| o21ai | 18 | 0.76 |
| inv | 54 | 1.7 |
| nand2b | 13 | 0.69 |
| and3 | 30 | 1.6 |
| edfxtp | 181 | 46 |
| and2 | 8 | 0.42 |
| nor2b | 6 | 0.32 |
## critical path: cells and delay by family
kind / cells / cell delay [ns]
fa+ha+maj: 4 / 1.23
mux: 1 / 0.24
xor+xnor: 3 / 0.49
simple gates: 2 / 0.43
buf+inv: 2 / 0.86
compound gates: 3 / 0.78
## kinds of logic after synthesis
group                      share of synthesized area, %
buffers and inverters                              3.20
other                                            0.0316
muxes                                             0.454
and+or+nand+nor                                    18.3
adders and majority gates                          12.5
xor gates and xnor gates                           11.6
AOI/OAI and AO/OA                                  8.12
DFF                                                45.8
## worst min-delay path by stage
| stage | endpoint | cells past startpoint | from |
|---|---|---|---|
| CTS | dy[1] | 2 | dymin[1] |
| global route | dx[2] | 2 | dxmin[2] |
| finish | dy[1] | 2 | dymin[1] |
## layout by cell type, fill, tap and decap left out, types with 8 or more instances in the layout
cell type	synthesis	final
nor2_1	143	140
nand3_1	53	53
nor4_1	15	15
o21ai_0	18	18
nor3_1	17	16
clkdlybuf4s50_1	0	30
nand4_1	31	31
conb_1	1	8
a21o_1	15	15
xor2_1	88	88
fa_1	9	9
and3_1	30	30
inv_1	54	54
clkbuf_16	0	17
edfxtp_1	181	181
nand2b_1	13	13
xnor2_1	65	65
buf_4	8	11
and2_1	8	8
ha_1	104	104
and4_1	11	11
a21oi_1	94	92
nand2_1	110	110
## power groups by stage
stage | Combinational (mW) | Clock, mW | Sequential (mW)
CTS | 2.89 | 1.04 | 2.27
global route | 3.23 | 1.09 | 2.32
finish | 2.84 | 1.02 | 2.26
## sequential cells by signal, summed over array words and instances, names as in the netlist
name	cells
dxmax	6
dymin	9
checker_st	3
dymax	6
dxmin	9
dx	32
ycounter	32
scoreTrig	8
debug	8
score	4
dy	32
xcounter	32
Power and IR drop assume default switching activity.
